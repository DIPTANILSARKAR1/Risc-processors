`flow/design.v`:
```
module ALU(
 input  [15:0] a,   
 input  [15:0] b,   
 input  [2:0] alu_control,  
 output reg [15:0] result,   
 output zero
    );
always @(*) begin 
 case(alu_control)
 3'b000: result = a + b;  
 3'b001: result = a - b;  
 3'b010: result = ~a;     
 3'b011: result = a << b;  
 3'b100: result = a >> b;  
 3'b101: result = a & b;  
 3'b110: result = a | b;  
 3'b111: begin  
    if (a < b) 
        result = 16'd1;
    else 
        result = 16'd0;
    end
 default:result = a + b;  
 endcase
end
assign zero = (result == 16'd0) ? 1'b1 : 1'b0;
endmodule
```
`flow/run.sh`:
```
#!/bin/bash
# OpenROAD 26Q1-2900-gdf79404cd8, Yosys 0.63+post, stock flow scripts
make -C /OpenROAD-flow-scripts/flow DESIGN_CONFIG=/design/flow/config.mk WORK_HOME=/design/flow/orfs finish
```
`flow/config.mk`:
```
export PLATFORM = sky130hd
export DESIGN_NAME = ALU
export DESIGN_NICKNAME = ALU
export VERILOG_FILES = /design/flow/design.v
export SDC_FILE = /design/flow/constraint.sdc
export NUM_CORES = 4
export LEC_CHECK = 1
export CORE_UTILIZATION = 50
```
`flow/constraint.sdc`:
```
current_design ALU

set clk_period 12.9
set clk_io_pct 0.2

create_clock -name clk0 -period $clk_period

set non_clock_inputs [all_inputs -no_clocks]
set_input_delay [expr $clk_period * $clk_io_pct] -clock clk0 $non_clock_inputs
set_output_delay [expr $clk_period * $clk_io_pct] -clock clk0 [all_outputs]
```
==> results.toml <==
# implementation run metrics
[floorplanning]
die_h_um = 92.5
core_sq_um = 7810
die_area_sq_um = 8550
io_pins = 52
fp.dieW_um = 92.5
num_rows = 32
fp_util_pct = 52.4

[synthesis]
synth_area_sq_um = 4090
ys_chip_area_sq_um = 4090
syn_area_per_cell_sq_um = 7.39
yosysWarnings = 1
synth.distinct_cells = 79
synthCells = 554
ys_cells = 554
yosysSeqAreaShare_pct = 0

[route]
viasPerCell = 6.77
drt_iter0_drc = 472
drt-total-wl_mm = 14.8
n_antenna_cell = 0
num_vias = 4604
drcViolationCount = 0
drtAntennaViolNets = 0
drt_first_pass_iters = 5
wl_per_cell_um = 21.7

[run]
cap_violations = 0
warnings = 65

[placed_design]
routabilityCongestion = 1.05
post-place-cells = 680
place.port_buffers = 52
hpwl_mm = 11.7

[final_timing]
fmax_ghz = 0.109
setup_tns_ns = 0
worstMarginPinSlew_ns = 0.963
drv_slew = 0
fin_crit_sh_pct = 70.9
fin_crit_ns = 9.15
final-hold-violation-count = 0
rsz0062_at_grt = "no"
setup_viol = 0
relSlewSlack_pct = 34.1

[cells_and_area]
post-route-util_pct = 58.6
comb_area_sq_um = 3680
area_growth_pct = 11.8
sequential_cell_total = 0
fill_cells = 778
drive_gt1_share_pct = 6.92
final_cell_count_no_fill = 680
regArea_sq_um = 0
clkbuf_count = 0

[clock_network]
ctsHoldBuffers = 0
postCtsSetupRepairBufs = 0
post_cts_resize_count = 0

[global_route]
grt_max_degree = 38
grt_pass1_wl_mm = 23.1
grt.overflow.total = 0
grt_pass1_vias = 4269
antenna_found_initial = 0
grt_use_total_pct = 35.3

[power_and_ir_drop]
leakagePower_nw = 1.91
ir_worst_vdd_v = 0.0000296
power.density_nw_per_um2 = 41.6
power_mw = 0.190

[worst_setup_path]
crit_type = "input pin to output pin"
cp_max_fo = 36
required_ns = 10.32
critical_path.startpoint_type = "input pin"
end_kind = "output pin"
arrival_ns = 6.57

[run_status]
status = "finished clean"

[min_path]
hold_path.class = "input pin to output pin"
-- kinds of logic (layout without fill, tap and decap cells) --
group / count (synthesis) / count (layout) / share of synthesized area [%]
compound gates: 161 / 161 / 28.7
fa+ha+maj: 50 / 50 / 15.7
xor+xnor: 10 / 10 / 2.14
mux: 62 / 62 / 19.4
buf+inv: 85 / 109 / 9.94
simple gates: 186 / 186 / 24.2
-- Yosys cell counts (all sizes together) (4+ instances only) --
library cell | n | share of area, %
a211o | 5 | 1.1
a211oi | 5 | 0.92
a21oi | 28 | 3.4
a221o | 4 | 0.98
a221oi | 5 | 1.2
a222oi | 4 | 0.98
a22oi | 8 | 1.5
a31o | 4 | 0.86
a41oi | 5 | 1.1
buf | 23 | 4.3
clkbuf | 14 | 1.3
ha | 48 | 15
inv | 48 | 4.4
mux2i | 49 | 13
mux4 | 10 | 5.6
nand2 | 40 | 3.7
nand2b | 6 | 0.92
nand3 | 15 | 1.8
nand3b | 5 | 0.92
nor2 | 40 | 3.7
nor2b | 11 | 1.7
nor3 | 17 | 2.1
nor3b | 6 | 1.2
nor4 | 13 | 2.3
nor4b | 4 | 1.0
o211ai | 7 | 1.3
o21a | 7 | 1.3
o21ai | 28 | 3.4
o21bai | 4 | 0.73
o221ai | 6 | 1.3
o22a | 6 | 1.3
o22ai | 4 | 0.61
or2 | 4 | 0.61
or3 | 8 | 1.2
or4 | 5 | 0.92
xnor2 | 8 | 1.7
-- cell type report --
| cell class | instances | share of cell area, % |
|---|---|---|
| inverter | 48 | 3.94 |
| timing repair buffer | 61 | 12.7 |
| tap | 102 | 2.79 |
| multi-input combinational | 469 | 80.5 |
-- critical path, stage by stage --
cell             delay (ns)
buf_2                  0.07
buf_4                  0.47
inv_1                  0.28
ha_1                   0.37
o21bai_1               0.18
nor4b_1                0.60
or3_1                  0.27
o211ai_1               0.13
a31o_1                 0.23
a211o_1                0.29
nor4_2                 0.23
nand3_1                0.18
nor4_2                 0.16
clkdlybuf4s50_1        0.49
-- layer usage --
metal / vias to the layer above / share of wire [%] / GRT usage [%]
li1: 2165 / - / -
met5: - / 0 / 3.21
met1: 2122 / 43 / 51.5
met4: 0 / 3.3 / 9.77
met2: 275 / 41 / 52.0
met3: 42 / 12 / 7.94
-- path summary, 6_finish.rpt --
kind,startpoint,to,slack (ns),cells past startpoint
setup / recovery,b[1],zero,3.75,14
hold / removal,b[2],result[1],6.57,5
-- layout by cell type, fill, tap and decap left out, drive strengths merged, types with 4 or more instances in the layout --
cell           Yosys  final
o21a               7      7
buf               23     10
a22oi              8      8
a211o              5      5
o211ai             7      7
nand2b             6      6
o22a               6      6
o21bai             4      4
clkdlybuf4s50      0     51
nor2b             11     11
nor2              40     40
a31o               4      4
ha                48     48
or3                8      8
mux4              10     10
nand2             40     40
nor4              13     13
inv               48     48
o22ai              4      4
a222oi             4      4
xnor2              8      8
nand3             15     15
mux2i             49     49
a221oi             5      5
a211oi             5      5
or2                4      4
o21ai             28     28
nor4b              4      4
a21oi             28     28
nor3              17     17
a221o              4      4
o221ai             6      6
nand3b             5      5
nor3b              6      6
or4                5      5
a41oi              5      5
-- report_power, final --
group	leakage, nW	internal (mW)	switching, mW	total [mW]
sequential	0	0	0	0
combinational	1.91	0.0841	0.106	0.190
clock	0	0	0	0
-- through the flow --
stage	hold WS, ns	area (sq um)	setup WS, ns
floorplan	5.36	4090	5.14
global placement	6.56	4580	3.90
detailed placement	6.56	4580	3.78
CTS	6.56	4580	3.78
global route	6.63	4580	3.41
finish	6.57	4580	3.75
Power figures rest on the tool's default switching activity, not on a simulated workload.
