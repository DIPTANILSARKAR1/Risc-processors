<file path="/design/flow/design.v">
`timescale 1ns / 1ps
module GPRs(
 input    clk,                  
 input    reg_write_en,         
 input  [2:0] reg_write_dest,   
 input  [15:0] reg_write_data,  
 input  [2:0] reg_read_addr_1,   
 output  [15:0] reg_read_data_1,  
 input  [2:0] reg_read_addr_2,   
 output  [15:0] reg_read_data_2   
);
reg [15:0] reg_array [7:0]; 
integer i;  
initial begin
  for(i = 0; i < 8; i = i + 1) begin
   reg_array[i] <= 16'd0;
  end
end
always @ (posedge clk ) begin
   if(reg_write_en) begin  
    reg_array[reg_write_dest] <= reg_write_data;  
   end
end
assign reg_read_data_1 = reg_array[reg_read_addr_1];  
assign reg_read_data_2 = reg_array[reg_read_addr_2];  
endmodule
</file>
<file path="/design/flow/run.sh">
#!/bin/bash
# OpenROAD 26Q1-2900-gdf79404cd8, Yosys 0.63+post, stock flow scripts
make -C /OpenROAD-flow-scripts/flow DESIGN_CONFIG=/design/flow/config.mk WORK_HOME=/design/flow/orfs finish
</file>
<file path="/design/flow/config.mk">
export PLATFORM = sky130hd
export DESIGN_NAME = GPRs
export DESIGN_NICKNAME = GPRs
export VERILOG_FILES = /design/flow/design.v
export SDC_FILE = /design/flow/constraint.sdc
export NUM_CORES = 4
export LEC_CHECK = 1
export CORE_UTILIZATION = 50
</file>
<file path="/design/flow/constraint.sdc">
current_design GPRs

set clk_period 3.3
set clk_io_pct 0.2

create_clock -name clk0 -period $clk_period [get_ports {clk}]

set non_clock_inputs [all_inputs -no_clocks]
set_input_delay [expr $clk_period * $clk_io_pct] -clock clk0 $non_clock_inputs
set_output_delay [expr $clk_period * $clk_io_pct] -clock clk0 [all_outputs]
</file>
==> results.txt <==
Status - complete, no violations
CTS max path bufs - 2
CTS hold repair buffers - 0
Biggest register - reg_array
Max-area cell share - 0.636
Row Count - 39
First-pass GRT wire length - 18,200 um
Peak VDD IR - 304 uV
Ys cells - 255
Via count - 2,993
Die Y-Extent - 112 um
Post-Syn Area per Cell - 23.7 sq um
Placer congestion estimate - 0.730
Clock share of power - 0.426
CP endpoint kind - output pin
Diode count - 0
Count leader, synth - edfxtp_1
Top cells by count - edfxtp_1, mux4_1, mux2_2, buf_6, mux4_2
YS warnings - 1
Post-synth area from yosys stat - 6040 sq um
Reg power frac - 0.480
Registers, synthesis - 128
Share of cells above drive strength 1 - 0.251
CP peak stage delay - 0.51 ns
Ports - 59
Ys flop type - edfxtp_1
Post-Syn Instances - 255
Hold Violations, Final - 0
Tmin final - 3.09 ns
Pre-Place Util - 0.520
Worst hold path startpoint - reg_write_data[8]
Post-synth top area cell - edfxtp_1
Tool warning count - 26
Wire length per cell - 23.9 um
Fill cells - 805
Critical path required time - 2.64 ns
Least-Margin Pin Slew - 0.335 ns
PwrDens - 525 nW/um^2
Synth async-reset ratio - 0
Gr usage total - 0.224
Most used cell, CP - clkdlybuf4s50_1
Crit path kind - in2out
Initial antenna violation count - 0
CTS tree - done
Critical Path Fanout Max - 32
WHS Endpoint - reg_array[4][8]
Final period util - 0.937
Netlist Area Pre-Place - 6040 sq um
CTS Buf Count - 17
Grt ovf - 0
Combinational share of power - 0.094
Startpoint types - input port
IO buf count - 58
Top cells, area - edfxtp_1, mux4_1, mux2_2
Endpoints failing setup - 0
CP max-delay cell - clkdlybuf4s50_1
Die area - 12,500 sq um
Post-cts sizing count - 0
Die Width - 112 um
Clock Tree Root - clkbuf_16
Int Pwr - 0.00309 W
Synth unique cells - 12
Post-Route WL - 11,600 um
Hold Path Stages - 1
Tightest slew margin relative to the limit - 0.776
Core footprint - 11,600 sq um
RSZ-0062 raised after global routing - no
Setup tns final - 0 ns
Pleak - 2.53 nW
Register share after synthesis - 0.636
Detailed placer's ending HPWL - 6300 um
Via/cell ratio - 6.17
Final ANT Viol Nets - 0
Hold Path Class - in2reg
Largest regs - reg_array x128
1st-pass router iterations - 15
Psw - 0.000789 W
DRC violations left - 0
Fmax - 0.323 GHz
Slew Viols, Final - 0
Count of flip-flops with a built-in enable after synthesis - 128
Iter 0 DRT Violations - 123
Net Sw Frac - 0.203
Postcts setup bufs - 0
Clock Pin Slew Worst Setup and Hold Paths - 0.05 ns
Vias in the first global route - 3,256
Max Cap Viol - 0
CP cell instances - clkdlybuf4s50_1, buf_12, mux4_2, mux2_2, clkdlybuf4s50_1
Max FFs per register - 128
Area Growth Syn to Fin - 22.3%
Worst hold margin - 0.965 ns
Critical Path Source - reg_read_addr_1[2]
WP data arrival - 2.43 ns
Largest net degree at the start of global routing - 33
H-tree Lvls - 4
Clock sink count - 128
metrics by stage:
step | power (W) | instance area [sq um] | instances | util | worst slack (ns)
floorplan | 0.00208 | 6040 | 255 | - | 0.917
global placement | 0.00227 | 6860 | 453 | 0.591 | 0.195
detailed placement | 0.00227 | 6860 | 453 | 0.591 | 0.199
CTS | 0.00392 | 7390 | 485 | 0.636 | 0.189
global route | 0.00402 | 7390 | 485 | 0.636 | 0.119
finish | 0.00388 | 7390 | 485 | 0.636 | 0.208
how the worst max path moves through the flow:
stage                           endpoint  slack, ns
final                 reg_read_data_1[7]       0.21
after global routing  reg_read_data_1[4]       0.12
after CTS             reg_read_data_1[7]       0.19
cell usage in the layout (no fill, tap or decap), drive strengths merged:
master         instances
clkinv                 9
buf                   17
clkbuf                18
bufinv                 1
edfxtp               128
nor2                   6
nand2                  2
clkdlybuf4s50         56
mux4                  64
clkinvlp               4
mux2                  32
nor3                   2
nand2b                 3
logic make-up after synthesis:
logic type | Yosys count | share of synthesized area
muxes | 96 | 0.333
buffers and inverters | 18 | 0.0215
and+or+nand+nor | 13 | 0.00973
DFF | 128 | 0.636
metal layers:
metal,up-vias,global-route usage,share of wire,routed length (um)
li1,1328,-,-,-
met1,1520,0.343,0.38,4410
met2,137,0.353,0.52,6070
met3,8,0.107,0.091,1050
met4,0,0.0187,0.0065,76
met5,-,0,0,0
layout make-up:
class                      count  area, sq um  share of cell area
clock buffer                  18          429              0.0581
timing repair buffer          73          758               0.103
sequential                   128         3840               0.520
tap                          143          179              0.0242
multi-input combinational    109         2080               0.282
clock inverter                14          100              0.0135
critical path, delay by kind of cell:
family	cells	cell delay, ns
multiplexers	2	0.61
buffers and inverters	3	1.15
power groups by stage:
stage	logic, W	clock network (W)	registers [W]
after CTS	0.000375	0.00168	0.00186
after global routing	0.000395	0.00175	0.00187
final	0.000366	0.00165	0.00186
Power is estimated from default activity; no workload was simulated.
